==> design/flow/design.v <==
module io_controller(
    reset,
    mode_select,
    mode_input,
    clk,
    mote_tdo,
    shift_tdi,
    shift_tms,
    shift_tck,
    func_data,
    pc_data,
    mote_tdi,
    mote_tms,
    mote_tck,
    mode,
    mode_reset,
    pld_data
);
input reset;
input mode_select;
input [1:0] mode_input;
input clk;
input mote_tdo;
input shift_tdi;
input shift_tms;
input shift_tck;
input [15:0] func_data;
input [15:0] pc_data;
output mote_tdi;
output mote_tms;
output mote_tck;
output reg [1:0] mode;
output reg mode_reset;
inout [15:0] pld_data;
reg io_saved;
reg mode0;
reg mode1;
reg mode2;
reg mode3;
reg saved_tdi;
reg saved_tms;
reg saved_tck;
reg [1:0] next_state;
always @(posedge reset or posedge clk)
begin
    if (reset)
    begin
        mode_reset <= 0;
        io_saved <= 0;
        mode0 <= 1;
        mode1 <= 0;
        mode2 <= 0;
        mode3 <= 0;
        saved_tdi <= 0;
        saved_tms <= 0;
        saved_tck <= 0;
        mode <= 0;
        next_state <= 0;
    end
    else if (mode_select)
    begin
    	if (next_state == 0)
        begin
            saved_tdi <= mote_tdi;
            saved_tms <= mote_tms;
            saved_tck <= mote_tck;
            next_state <= 1;
        end
        else if (next_state == 1)
        begin
            io_saved <= 1;
            mode <= mode_input;
            next_state <= 2;
        end else begin
            mode_reset <= 1;
            mode0 <= (mode == 0) ? 1 : 0;
            mode1 <= (mode == 1) ? 1 : 0;
            mode2 <= (mode == 2) ? 1 : 0;
            mode3 <= (mode == 3) ? 1 : 0;
            next_state <= 3;
        end
    end else begin
        io_saved <= 0;
        mode_reset <= 0;
        next_state <= 0;
    end
end
assign pld_data[15:0] =
    (io_saved) ? 16'bzzzzzzzzzzzzzzzz :
    ((mode0) ? {5'bzzzzz, mote_tdo, 10'bzzzzzzzzzz} :
    ((mode1) ? 16'bzzzzzzzzzzzzzzzz :
    ((mode2) ? func_data :
    ((mode3) ? pc_data :
    {5'bzzzzz, mote_tdo, 10'bzzzzzzzzzz} ))));
assign mote_tck =
    (io_saved) ? saved_tck :
    ((mode0) ? pld_data[11] :
    ((mode1) ? saved_tck :
    ((mode2) ? shift_tck :
    ((mode3) ? shift_tck :
    pld_data[11] ))));
assign mote_tdi =
    (io_saved) ? saved_tdi :
    ((mode0) ? pld_data[9] :
    ((mode1) ? saved_tdi :
    ((mode2) ? shift_tdi :
    ((mode3) ? shift_tdi :
    pld_data[9] ))));
assign mote_tms =
    (io_saved) ? saved_tms :
    ((mode0) ? pld_data[8] :
    ((mode1) ? saved_tms :
    ((mode2) ? shift_tms :
    ((mode3) ? shift_tms :
    pld_data[8] ))));
endmodule
==> design/flow/run.sh <==
#!/bin/bash
# OpenROAD 26Q1-2900-gdf79404cd8, Yosys 0.63+post, stock flow scripts
make -C /OpenROAD-flow-scripts/flow DESIGN_CONFIG=/design/flow/config.mk WORK_HOME=/design/flow/orfs finish
==> design/flow/config.mk <==
export PLATFORM = sky130hd
export DESIGN_NAME = io_controller
export DESIGN_NICKNAME = io_controller
export VERILOG_FILES = /design/flow/design.v
export SDC_FILE = /design/flow/constraint.sdc
export NUM_CORES = 4
export LEC_CHECK = 1
export CORE_AREA = 10 10 100 100
export DIE_AREA = 0 0 110 110
==> design/flow/constraint.sdc <==
current_design io_controller

set clk_period 2.7
set clk_io_pct 0.2

create_clock -name clk0 -period $clk_period [get_ports {clk}]

set non_clock_inputs [all_inputs -no_clocks]
set_input_delay [expr $clk_period * $clk_io_pct] -clock clk0 $non_clock_inputs
set_output_delay [expr $clk_period * $clk_io_pct] -clock clk0 [all_outputs]
==> metrics.log <==
[report] implementation figures
[metrics] headroom to the max-slew limit: 65.9%
[metrics] count of fill cells added during filler insertion: 857
[metrics] area share, top type: 33.4%
[metrics] post-route worst setup slack: 267 ps
[metrics] basic-gate share of the synthesized area counting and, or, nand and nor cells: 22.0%
[metrics] Registers, synthesis: 13
[metrics] root buffer cell: sky130_fd_sc_hd__clkbuf_8
[metrics] CORE AREA: 7810 um^2
[metrics] main combinational cell family by area after synthesis: AND-OR/OR-AND gates
[metrics] dominant cell by count in the synthesized netlist: sky130_fd_sc_hd__nor2_1
[metrics] H-Tree Depth: 1
[metrics] startpoint types: flop
[metrics] fraction of registers with async set/reset: 100%
[metrics] worst hold start: saved_tdi
[metrics] WP data required: 2160 ps
[metrics] Final Hold Viols: 0
[metrics] post-route ant nets: 0
[metrics] Setup Viol. Count Final: 0
[metrics] Syn. warnings: 7
[metrics] overall die area: 12100 um^2
[metrics] clk sink count: 13
[metrics] total track usage: 4.54%
[metrics] number of CTS-inserted buffers: 3
[metrics] Gate Count Post-Synth: 97
[metrics] synth top area cells: sky130_fd_sc_hd__dfrtp_1 (33%), sky130_fd_sc_hd__a22oi_1 (13%), sky130_fd_sc_hd__nor2_1 (8.2%), sky130_fd_sc_hd__dfstp_2 (6.4%), sky130_fd_sc_hd__o21ai_0 (5.5%)
[metrics] launch point of the worst reg-to-reg path: mode0
[metrics] number of cells on the worst hold path: 1
[metrics] number of antenna diodes: 0
[metrics] average instance area after synthesis: 8.50 um^2
[metrics] tool warnings: 25
[metrics] worst min path class: flop to flop
[metrics] ratio of total power to cell area: 510 nW/um^2
[metrics] Area Overhead vs Synth: 72.5%
[metrics] post-layout period usage: 90.1%
[metrics] flip-flops with a built-in enable: 0
[metrics] and-or/or-and share of the synthesized area: 28.5%
[metrics] critical path class: flop to output pin
[metrics] number of hold buffers added after cts: 0
[metrics] input/output buffers: 46
[metrics] DRC: 0
[metrics] vias in the first global route: 851
[metrics] Max Clk Rate: 411 MHz
[metrics] total power: 0.725 mW
[metrics] TritonRoute pass-1 iters: 5
[metrics] unrepaired setup endpoints after global routing: no
[metrics] max-slew violations: 0
[metrics] initial antenna violation count: 0
[metrics] number of distinct standard cells referenced by the synthesized netlist: 26
[metrics] worst reg2reg path depth: 3
[metrics] Worst Max-Slew Pin Slew: 511 ps
[metrics] final RePlAce weighted congestion: 0.816
[metrics] CTS tree: done
[metrics] Yosys Instances: 97
[metrics] routed wire length per instance: 12.8 um
[metrics] number of instances resized during post-cts repair: 0
[metrics] count of non-filler cells in the finished layout: 244
[metrics] horizontal die dimension: 110 um
[metrics] total detailed-routing wirelength: 3110 um
[metrics] Die Y: 110 um
[metrics] DRC violation total after the first TritonRoute iteration: 66
[metrics] number of placement rows: 32
[metrics] placed cells: 240
[metrics] post-detailed-placement half-perimeter wirelength: 2540 um
[metrics] via total after detailed routing: 897
[metrics] Setup crit end kind: output pin
[metrics] Synth Cell Area: 825 um^2
[metrics] cell area reported after detailed placement: 1380 um^2
[metrics] routed vias/inst: 3.68
[metrics] pin count of the biggest net entering global routing: 22
[metrics] Setup TNS: 0 ps
[metrics] number of buffers between clock root and the deepest sink: 2
[metrics] post-layout min period: 2430 ps
[metrics] worst skew pair latency: 240 ps
[metrics] Clock Skews: 0.982 ps
[metrics] arrival time of data at the critical path endpoint: 1890 ps
[metrics] most common library cells after synthesis: sky130_fd_sc_hd__nor2_1 (18), sky130_fd_sc_hd__a22oi_1 (14), sky130_fd_sc_hd__dfrtp_1 (11)
[metrics] overflow left after global routing: 0
[metrics] worst reg2reg setup slack: 1070 ps
[metrics] Worst Hold Margin: 494 ps
[metrics] share of synthesized area occupied by flip-flops and latches: 39.8%
[metrics] Worst Hold End: saved_tdi
[metrics] post-synth area from yosys stat: 825 um^2
[metrics] final standard cell utilization of the core: 18.2%
[metrics] critical-path maximum fanout: 21
[metrics] highest ir drop seen on vdd: 0.000559 V
[metrics] Post-synth mux share: 2.73%
[metrics] fraction of layout instances using a drive strength above 1: 8.45%
[metrics] commonest register cell after synthesis: sky130_fd_sc_hd__dfrtp_1
[metrics] largest area contributor in the netlist: sky130_fd_sc_hd__dfrtp_1
[metrics] outcome: completed
[metrics] Max-Cap Viols: 0
[metrics] Post-Synth Adder-Cell Area: 0%
[metrics] final cell area excluding filler cells: 1420 um^2
[metrics] clock slew seen by the registers of the worst setup and hold paths: 50 ps
[metrics] parity-gate share of the synthesized area counting xor and xnor cells: 0%
[metrics] Worst R2R End: saved_tck
[metrics] setup bufs post-CTS: 0
[metrics] worst setup path startpoint: mode0
[metrics] number of I/O pins: 63
[metrics] core utilization before placement: 10.6%
[metrics] pre-CTS setup slack: 304 ps
[metrics] static power due to leakage: 0.531 nW
[metrics] first-pass GRT wire length: 4360 um
worst max path at each step:
stage / end / cells past startpoint
CTS: mote_tdi / 4
global route: mote_tdi / 4
finish: mote_tdi / 4
layout by cell type, fill, tap and decap left out, drive strengths merged, types with 3 or more instances in the layout:
cell type and instances:
a21oi 3, a22oi 14, clkbuf 4, clkdlybuf4s50 46
dfrtp 11, inv 4, nand2 8, nor2 18
o21ai 14, o2bb2ai 3
power breakdown:
part / internal (mW) / switching, mW
clock: 0.104 / 0.0633
combinational: 0.158 / 0.111
sequential: 0.232 / 0.0569
total: 0.494 / 0.231
cells by family after synthesis:
logic type,count (synthesis)
compound gates,35
mux,2
simple gates,37
buf+inv,10
flops,13
critical path: stages, from the launching register on:
cell,delay [ps]
sky130_fd_sc_hd__dfstp_2,780
sky130_fd_sc_hd__nor2b_1,150
sky130_fd_sc_hd__o21ai_0,190
sky130_fd_sc_hd__o21ai_0,120
sky130_fd_sc_hd__clkdlybuf4s50_1,420
layout make-up:
| class | instances | area [um^2] | share of cell area [%] |
|---|---|---|---|
| clock buffer | 4 | 45.0 | 3.17 |
| inverter | 4 | 15.0 | 1.06 |
| multi-input combinational | 74 | 439 | 30.9 |
| sequential | 13 | 328 | 23.0 |
| tap | 102 | 128 | 8.97 |
| timing repair buffer | 47 | 468 | 32.9 |
per-layer routing:
layer | GRT usage, % | up-vias | routed length (um) | part of all wire, %
li1 | - | 438 | - | -
met1 | 5.39 | 407 | 1250 | 40
met2 | 7.37 | 50 | 1350 | 43
met3 | 2.41 | 2 | 495 | 16
met4 | 0.465 | 0 | 23 | 0.74
met5 | 0 | - | 0 | 0
flip-flops by register name, summed over array words and instances (netlist names):
register / cells
io_saved: 1
mode: 2
mode0: 1
mode1: 1
mode2: 1
mode3: 1
mode_reset: 1
next_state: 2
saved_tck: 1
saved_tdi: 1
saved_tms: 1
Power and IR drop assume default switching activity.
