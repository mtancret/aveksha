$ cat flow/config.mk
export PLATFORM = sky130hd
export DESIGN_NAME = program_table_loader
export DESIGN_NICKNAME = program_table_loader
export VERILOG_FILES = /design/flow/design.v
export SDC_FILE = /design/flow/constraint.sdc
export NUM_CORES = 4
export LEC_CHECK = 1
export CORE_AREA = 10 10 81 81
export DIE_AREA = 0 0 91 91
$ cat flow/constraint.sdc
current_design program_table_loader

set clk_period 1.8
set clk_io_pct 0.2

create_clock -name clk0 -period $clk_period [get_ports {clock}]

set non_clock_inputs [all_inputs -no_clocks]
set_input_delay [expr $clk_period * $clk_io_pct] -clock clk0 $non_clock_inputs
set_output_delay [expr $clk_period * $clk_io_pct] -clock clk0 [all_outputs]
$ cat flow/design.v
module program_table_loader(
    reset,
    enable,
    clock,
    write_en,
    write_addr,
    write_clk
);
input reset;
input enable;
input clock;
output reg write_en = 1;
output reg [9:0] write_addr;
output reg write_clk;
reg next_state = 0;
always @(posedge reset or posedge clock)
begin
    if (reset)
    begin
        write_addr <= 10'h000;
        write_clk <= 0;
        next_state <= 0;
    end
    else if (enable)
    begin
         case(next_state)
			0:
			begin
                write_clk <= 1;
                next_state <= 1;
            end
            1:
            begin
                write_clk <= 0;
                write_addr <= write_addr + 1;
                next_state <= 0;
            end
        endcase
    end
end
endmodule
$ cat flow/run.sh
#!/bin/bash
# OpenROAD 26Q1-2900-gdf79404cd8, Yosys 0.63+post, stock flow scripts
make -C /OpenROAD-flow-scripts/flow DESIGN_CONFIG=/design/flow/config.mk WORK_HOME=/design/flow/orfs finish
==> run notes <==
yosys + openroad results -> WL/cell=9.22 microns, Synth flops=12, R2R cell count=4, main flop type=dfrtp_1, ANT nets after route=0, Synth area leader=dfrtp_1, chip width=91 microns, YS chip area=between 500 and 600 sq um, via count=396, fin. max-slew vios=0, Post-CTS Setup Bufs=0, global route overflow=0, Pwr per Cell Area=1350 nW/um^2, Floorplan Utilization=11.9%, synth cell count leaders=dfrtp_1, inv_1, xnor2_1, router iterations before antenna repair=3, P&R area growth vs syn=44.5%, die height=91 microns, crit path from=write_addr[4]$_DFFE_PP0P_, CP Class=flip-flop to primary output, Seq pwr share=44.6%, Clk pin slew, worst setup/hold paths=0.05 ns, std cell rows=25, DP Wirelength=995 microns, Clk Tree Root Cell=clkbuf_8, worst min-delay path class=input port to async pin, f_max=644 MHz, RR Endpoint=write_addr[4]$_DFFE_PP0P_, clock buffer count from CTS=3, combinational share of power=34.7%, Finished Layout Cells=131, WP data arrival=1.19 ns, Top area cell types=dfrtp_1, xnor2_1, nor4_2, max cap viols=0, drt first-iter violations=26, layout cells sized above 1=15.6%, largest net degree at the start of global routing=13, final-layout fill cell count=~540, CP Capture Type=primary output, Lkg Pwr=0.344 nW, outcome=finished, final reports clean, type of origin of the critical path=flip-flop, Peak VDD IR=493 uV, total track usage=approximately 3.1%, antenna diode count=0, Synth top cell by count=dfrtp_1, CP cell instances=clkdlybuf4s50_1, final setup TNS=0 ns, Post-Place Cells=128, Netlist cell types=18, Synth Cell Area=573 sq um, r2r setup slk=0.47 ns, Net Switching=351 uW, RSZ-0062 raised after global routing=false, final WL=1.21 mm, antenna violations before repair=0, routed vias/inst=just over 3, I/O pin total=15, Worst path slowest cell=clkdlybuf4s50_1, Layout Skew=0.00232 ns, Critical Path RT=1.44 ns, YS warnings=1, number of remaining DRC errors=0, Tool Warnings=25, sw frac=31.4%, Synth async-reset ratio=roughly 100%, Post-CTS Resized=0, Pint=768 uW, post-synthesis sequential area ratio=52.4%, FF-to-FF Start=write_addr[0]$_DFFE_PP0P_, flip-flops with a built-in enable=0, H-tree levels=1, Final min period=1.55 ns, buffers plus inverters on the worst setup path=1, deepest clock path buffer count=2, # Cells Yosys=48, first-pass GRT wire length=2.15 mm, CTS tree=done, post-cts hold buffer count=0, crit-path max cell delay=0.53 ns, fin crit share=about 86%, kind of cell adding the most delay to the critical path=buffers and inverters, port bufs=13, CTS sink cnt=12, Placer Congestion=between 0.7 and 0.8, chip area=8280 sq um, critical path peak fanout=4, final hold violation count=0, Post-Syn Area per Cell=11.9 sq um, Clock power frac=20.7%, Top-area cell share=52.4%, core area=4820 sq um, Late-Pin Clk Latency=0.23 ns, vias in the first global route=between 400 and 500, Final Setup Violations=0, Cells after Synth=48
-- power groups by stage --
stage	clock [mW]	sequential (mW)	combinational, mW
4_1_cts	0.239	0.502	0.402
5_1_grt	0.260	0.519	0.443
6_report	0.232	0.500	0.388
-- through the flow --
step / utilization, % / setup slack (ns) / total power [mW] / instance area [sq um] / hold WS (ns)
after CTS: 17.2 / 0.232 / 1.14 / 828 / 0.452
after floorplan: - / 0.570 / 0.658 / 573 / 0.225
after global routing: 17.2 / 0.197 / 1.22 / 828 / 0.477
final: 17.2 / 0.248 / 1.12 / 828 / 0.436
after detailed placement: 16.3 / 0.156 / 0.904 / 787 / 0.467
after global placement: 16.3 / 0.172 / 0.893 / 787 / 0.459
-- cell type report --
| type | count | area, sq um | area share, % |
|---|---|---|---|
| Sequential cell | 12 | 300 | 36.3 |
| Multi-Input combinational cell | 29 | 243 | 29.3 |
| Timing Repair Buffer | 14 | 138 | 16.6 |
| Tap cell | 67 | 83.8 | 10.1 |
| Clock buffer | 3 | 41.3 | 4.98 |
| Inverter | 6 | 22.5 | 2.72 |
-- worst max path at each step --
stage | slack, ns | cells after the start | endpoint
final | 0.25 | 1 | write_addr[4]
after global routing | 0.20 | 1 | write_addr[4]
after CTS | 0.23 | 1 | write_addr[4]
-- registers in the layout, summed over array words and instances, names as in the netlist --
signal      cells
write_clk       1
write_addr     10
next_state      1
-- cell families after synthesis --
kind of cell	after synthesis	share of synthesized area [%]
xor+xnor	10	16.6
fa+ha+maj	1	2.18
buf+inv	7	5.24
flops	12	52.4
mux	2	3.71
other cells	1	0.654
simple gates	15	19.2
-- placed cells by master (no fill, tap or decap), drive strengths merged --
master,instances
ha,1
dfrtp,12
xnor2,6
xor2,4
clkbuf,3
buf,1
clkdlybuf4s50,13
mux2i,1
conb,1
nand3,3
nor4,3
inv,6
mux2,1
or3,1
nand4,1
nor2,2
nor3,1
nand2,4
-- routing by layer --
layer / GRT usage (%) / part of all wire (%) / up-vias
met4: 0.392 / 1.2 / 0
met5: 0 / 0 / -
met3: 2.16 / 13 / 2
met2: 4.24 / 40 / 13
met1: 4.10 / 46 / 194
li1: - / - / 187
Power is estimated from default activity; no workload was simulated.
