File: design/flow/run.sh
#!/bin/bash
# OpenROAD 26Q1-2900-gdf79404cd8, Yosys 0.63+post, stock flow scripts
make -C /OpenROAD-flow-scripts/flow DESIGN_CONFIG=/design/flow/config.mk WORK_HOME=/design/flow/orfs finish
File: design/flow/config.mk
export PLATFORM = sky130hd
export DESIGN_NAME = function_search
export DESIGN_NICKNAME = function_search
export VERILOG_FILES = /design/flow/design.v
export SDC_FILE = /design/flow/constraint.sdc
export NUM_CORES = 4
export LEC_CHECK = 1
export CORE_UTILIZATION = 40
File: design/flow/constraint.sdc
current_design function_search

set clk_period 6.9
set clk_io_pct 0.2

create_clock -name clk0 -period $clk_period [get_ports {clk}]

set non_clock_inputs [all_inputs -no_clocks]
set_input_delay [expr $clk_period * $clk_io_pct] -clock clk0 $non_clock_inputs
set_output_delay [expr $clk_period * $clk_io_pct] -clock clk0 [all_outputs]
File: design/flow/design.v
module function_search(
    find,
    reset,
    enable,
    clk,
    result,
    done,
    read_data,
    read_addr,
    read_en,
    read_clk
);
input [15:0] find;
input reset;
input enable;
input clk;
input [15:0] read_data;
output reg [15:0] result;
output reg done = 0;
output [9:0] read_addr;
output reg read_en = 0;
output reg read_clk = 0;
reg [1:0] next_state;
reg [9:0] min;
reg [9:0] mid;
reg [9:0] max;
assign read_addr = mid;
reg counting;
always @(posedge reset or posedge clk)
begin
    if (reset)
    begin
        min <= 10'h000;
        mid <= 10'h1FF;
        max <= 10'h3FF;
        done <= 0;
        read_en <= 0;
        read_clk <= 0;
        next_state <= 0;
    end else if (enable) begin
        case(next_state)
            0:
            begin
                if (max < min || mid == 0)
                begin
                    result <= read_data;
                    done <= 1;
                    next_state <= 3;
                end else begin
                    mid <= min + ((max - min) >> 1);
                    read_en <= 1;
                    read_clk <= 0;
                    next_state <= 1;
                end
            end
            1:
            begin
                read_clk <= 1;
                next_state <= 2;
            end
            2:
            begin
                if (find > read_data)
                begin
                    min <= mid + 1;
                    result <= read_data;
                    next_state <= 0;
                end
                else if (find < read_data)
                begin
                    max <= mid - 1;
                    next_state <= 0;
                end else begin
                    result <= read_data;
                    done <= 1;
                    next_state <= 3;
                end
            end
            default:
            begin
            end
        endcase
    end
end
endmodule
==> out/metrics.cfg <==
[yosys]
yosysWarnings=1
ys_area_um2=3420
synthArstFlopShare=0.692
ys_ff=52
syn_avg_cell_area_um2=10.1
yosys_cells=339
top_cells_by_count=37 x ha_1, 37 x inv_1, 31 x o21ai_0
yosysTopAreaCell=dfstp_2
ys_seq_frac=0.412
area_leaders=dfstp_2 15%, edfxtp_1 14%, ha_1 14%, dfrtp_1 12%, xnor2_1 5.1%
flop_cell=dfstp_2
top_area_frac=0.154
synth_cell_types=51
edf_count=16
syn_inst=339
synth_area_um2=3420

[power]
p_leak_uw=0.00182
irDropWorstVdd_v=0.0000938
power_density_nw_per_um2=157

[global_route]
grt_pass1_vias=2467
grt_pass1_wl_um=12500
grt_antenna_before_repair=0
gr-usage-all-layers=0.187
gr-total-overflow=0
grt_max_degree=37

[clock_tree]
postCtsResizedCells=0
insertion_delay_ns=0.31
post-cts-setup-buffers=0
postCtsHoldBufs=0
h-tree-depth=2
cts_root_buf=clkbuf_8
cts_buffers=5
cts_buffer_depth=2
path_clk_slew_ns=0.10
clock_sinks=52
tritoncts=yes

[placement]
dp_hpwl_um=5580
place_ws_ns=2.56
io_buffer_count=63
place_congestion=0.862
place_inst=498

[die]
std_cell_rows=33
design.die.area_um2=8920
die_w_um=94.4
fp.dieH_um=94.4
initial_core_util=0.414
io-pin-count=64
core_area_um2=8260

[timing]
worst_pin_slew_ns=0.914
setup_violations=0
layout_min_cycle_time_ns=4.01
relSlewSlack=0.391
hold_viol=0
fin_setup_tns_ns=0
max_freq_mhz=249
hold_ws_ns=0.472
skew_ns=0.00844
rsz0062_at_grt=false
setup_slack_ns=2.89
maxSlewViolCount=0
fin_crit_sh=0.582

[cells_and_area]
fin_util=0.514
final_cells=506
syn2layout_area_growth_pct=24.3
layout-drive-gt1-share=0.115

[flow_run]
tool_warnings=27
cap_violations=0

[worst_setup_path]
critPathKind=in2reg
rrSetupSlack_ns=3.47
reg2reg_to=mid[8]$_DFFE_PP1P_
end_kind=register
worst_ep_arrival_time_ns=4.02
cp-start-kind=primary input
worstPathRequired_ns=6.91
r2r_cells=14
r2r_start=max[1]$_DFFE_PP1P_
critPathMaxFanout=16

[outcome]
status=complete, no violations

[routing]
drc_errors=0
ant_nets=0
routedWlPerCell_um=14.5
drt-total-wl_um=7350
vias_per_cell=4.98
via_count=2521
antenna_cells=0
drt_iter0_drc=126
drt_first_pass_iters=4

[min_path]
holdPathEnd=read_en$_DFFE_PP0P_
whs_path_depth=1
hold_class=reg2reg
hold_path_startpoint=read_en$_DFFE_PP0P_

-- registers in the layout, summed over array words and instances (netlist names), named ones only --
| register | count |
|---|---|
| read_en | 1 |
| done | 1 |
| mid | 10 |
| result | 16 |
| min | 10 |
| next_state | 2 |
| max | 10 |
| read_clk | 1 |
-- cells in the final DEF (no fill, tap or decap), types with 11 or more instances in the layout --
cell type	count
nor3_1	11
nor2_1	20
xnor2_1	20
dfrtp_1	16
edfxtp_1	16
inv_1	37
a21oi_1	14
o21ai_0	31
nand2_1	14
ha_1	37
clkdlybuf4s50_1	63
dfstp_2	20
-- per-layer routing --
| layer | vias to the layer above | global-route usage | share of wire |
|---|---|---|---|
| li1 | 1309 | - | - |
| met1 | 1174 | 0.309 | 0.51 |
| met2 | 33 | 0.284 | 0.45 |
| met3 | 5 | 0.0229 | 0.029 |
| met4 | 0 | 0.0141 | 0.010 |
| met5 | - | 0 | 0 |
-- how the worst max path moves through the flow --
stage                    startpoint  depth (start not counted)                   to  slack [ns]
after global routing  read_data[11]                         10  result[1]$_DFFE_PP_        2.58
final                 read_data[11]                         10  result[0]$_DFFE_PP_        2.89
after CTS             read_data[11]                         10  result[5]$_DFFE_PP_        2.89
-- kinds of logic (layout without fill, tap and decap cells) --
group,after synthesis,in the layout,synth area share
compound gates,72,72,0.136
simple gates,81,81,0.120
fa+ha+maj,39,39,0.147
mux,17,17,0.0527
xor+xnor,29,29,0.0743
flops,52,52,0.412
buf+inv,49,111,0.0579
-- power by group --
group | switching (µW) | internal [µW] | leakage, µW
registers | 4.72 | 326 | 0.000533
logic | 75.1 | 75.2 | 0.00124
clock network | 113 | 73.1 | 0.0000485
-- per-stage QoR --
step	cell area, µm²	power, µW
2_1_floorplan	3420	442
3_3_place_gp	4160	486
3_5_place_dp	4160	487
4_1_cts	4250	674
5_1_grt	4250	706
6_report	4250	667
-- area by class of cell --
cell class / count / area [µm²]
clock inverters: 3 / 22.5
multi-input cells: 238 / 1830
flip-flops and latches: 52 / 1410
inverters: 37 / 139
well taps: 105 / 131
fillers: 735 / 4010
clock buffers: 5 / 68.8
repair buffers: 66 / 653
-- critical path: stages --
cell and delay (ns):
clkdlybuf4s50_1 0.49, inv_1 0.05, ha_1 0.30, nand4_1 0.16
nor3_1 0.26, o211ai_1 0.13, o211ai_1 0.40, inv_1 0.18
a2111oi_4 0.37, buf_4 0.30
No activity file was given, so power comes from the tool's default toggle rates.
